==> design/flow/run.sh <==
#!/bin/bash
# OpenROAD 26Q1-2900-gdf79404cd8, Yosys 0.63+post, stock flow scripts
make -C /OpenROAD-flow-scripts/flow DESIGN_CONFIG=/design/flow/config.mk WORK_HOME=/design/flow/orfs finish
==> design/flow/config.mk <==
export PLATFORM = sky130hd
export DESIGN_NAME = Add16
export DESIGN_NICKNAME = Add16
export VERILOG_FILES = /design/flow/design.v
export SDC_FILE = /design/flow/constraint.sdc
export NUM_CORES = 4
export LEC_CHECK = 1
export CORE_AREA = 10 10 70 70
export DIE_AREA = 0 0 80 80
==> design/flow/constraint.sdc <==
current_design Add16

set clk_period 18.1
set clk_io_pct 0.2

create_clock -name clk0 -period $clk_period

set non_clock_inputs [all_inputs -no_clocks]
set_input_delay [expr $clk_period * $clk_io_pct] -clock clk0 $non_clock_inputs
set_output_delay [expr $clk_period * $clk_io_pct] -clock clk0 [all_outputs]
==> design/flow/design.v <==
`timescale 1ns / 1ps
module Add16(a,b,out);
input [15:0] a,b;
output [15:0] out;
wire [15:0] c;
Half_Adder HA(.a(a[0]),.b(b[0]),.sum(out[0]),.carry(c[0]));
Full_Adder FA1(.a(a[1]),.b(b[1]),.c(c[0]),.sum(out[1]),.carry(c[1]));
Full_Adder FA2(.a(a[2]),.b(b[2]),.c(c[1]),.sum(out[2]),.carry(c[2]));
Full_Adder FA3(.a(a[3]),.b(b[3]),.c(c[2]),.sum(out[3]),.carry(c[3]));
Full_Adder FA4(.a(a[4]),.b(b[4]),.c(c[3]),.sum(out[4]),.carry(c[4]));
Full_Adder FA5(.a(a[5]),.b(b[5]),.c(c[4]),.sum(out[5]),.carry(c[5]));
Full_Adder FA6(.a(a[6]),.b(b[6]),.c(c[5]),.sum(out[6]),.carry(c[6]));
Full_Adder FA7(.a(a[7]),.b(b[7]),.c(c[6]),.sum(out[7]),.carry(c[7]));
Full_Adder FA8(.a(a[8]),.b(b[8]),.c(c[7]),.sum(out[8]),.carry(c[8]));
Full_Adder FA9(.a(a[9]),.b(b[9]),.c(c[8]),.sum(out[9]),.carry(c[9]));
Full_Adder FA10(.a(a[10]),.b(b[10]),.c(c[9]),.sum(out[10]),.carry(c[10]));
Full_Adder FA11(.a(a[11]),.b(b[11]),.c(c[10]),.sum(out[11]),.carry(c[11]));
Full_Adder FA12(.a(a[12]),.b(b[12]),.c(c[11]),.sum(out[12]),.carry(c[12]));
Full_Adder FA13(.a(a[13]),.b(b[13]),.c(c[12]),.sum(out[13]),.carry(c[13]));
Full_Adder FA14(.a(a[14]),.b(b[14]),.c(c[13]),.sum(out[14]),.carry(c[14]));
Full_Adder FA15(.a(a[15]),.b(b[15]),.c(c[14]),.sum(out[15]),.carry(c[15]));
endmodule
`timescale 1ns / 1ps
module Full_Adder(a,b,c,sum,carry);
input a,b,c;
output sum,carry;
Half_Adder HA1(.a(a),.b(b),.sum(s1),.carry(c1));
Half_Adder HA2(.a(s1),.b(c),.sum(sum),.carry(c2));
or (carry,c1,c2);
endmodule
`timescale 1ns / 1ps
module Half_Adder(a,b,sum,carry);
input a,b;
output sum,carry;
	xor (sum,a,b);
	and (carry,a,b);
endmodule
==> deck_impl_summary.md <==
Key Metrics from the Run

Clock tree
  • Resized cells post-CTS: 0
  • Hold Buf Count CTS: 0
  • Post-CTS Repair Setup Buffers: 0

Global routing
  • Total GRT Usage: 0.04345
  • Met1 Use GR: 0.05679
  • Vias in the first global route: 399
  • Met3 GRT Util: 0.04318
  • Largest net degree at the start of global routing: 2
  • Total grt overflow: 0
  • Grt peak-use layer: met1
  • Wire length of the first global-routing pass: 2111 microns
  • Antenna violations before repair: 0
  • GRT met2 Usage: 0.05217

Cells and area
  • Design area: 854.6 sq um
  • Commonest Layout Cell: clkdlybuf4s50_1
  • Seq. cell area: 0 sq um
  • Final core utilization: 0.2502
  • Share of layout cells above drive strength 1: 0
  • Clk_buf instances: 0
  • Most frequent cells in the layout: 48 x clkdlybuf4s50_1, 14 x fa_1, 1 x xor3_1, 1 x ha_1
  • Synthesis-to-finish area growth: 95.70%
  • Flops: 0

STA
  • Setup_tns: 0 ps
  • Hold_ws: 8249 ps
  • Final worst path period need: 14,150 ps
  • Endpoints failing setup: 0
  • Fmax: 70.68 MHz
  • Slew @ Worst Pin: 113.1 ps
  • Slew Limit Fails: 0
  • RSZ-0062 raised after global routing: no
  • Final Hold Vio Count: 0
  • Relative slew margins: 0.9244
  • Final period utilization: 0.7817

Critical path
  • Crit path arrival time: 10,530 ps
  • Crit path DRT: 14,480 ps
  • Startpoint types: input pin
  • Crit path kind: input pin to primary output
  • Worst Setup End Kind: primary output
  • Critical path fanouts, max: 1

Floorplanning
  • Die y size: 80 microns
  • I/O Pins: 48
  • Core Rows: 21
  • FP Core Util: 0.1278
  • Chip width: 80 microns
  • Core area: 0.003416 sq mm
  • Die area: 0.006400 sq mm

Power
  • Peak supply drop: 0.000009910 V
  • Power Density: 32.67 mW/mm^2
  • Pleak: 0.3145 nW

Flow run
  • Tool Warnings: 32
  • Max Cap Viol: 0

Route
  • Routed vias: 341
  • Drt initial violations: 1
  • Pre-Repair DR Iteration Count: 2
  • Number of routed nets with antenna violations: 0
  • Vias per std cell: 3.100
  • Drt total wl: 1473 microns
  • Ant diodes: 0
  • Per-cell routed wire length: 13.39 microns
  • DRC Markers: 0

Synth
  • Avg Cell Area, Syn: 13.65 sq um
  • Post-Synth AOI/OAI Area: 0
  • Area reported by Yosys stat: 436.7 sq um
  • MUX area fraction: 0
  • Adder Area Share: 0.6705
  • Yosys Instances: 32
  • Mapped Area: 436.7 sq um
  • Simple share: 0
  • Post-synth cell types: 4
  • Synth Seq Share: 0
  • XOR Share, Synth: 0.05444
  • Synth logic family: adder cells
  • Yosys warnings: 3
  • Synth Instances: 32

Hold path
  • Worst hold path stage count: 3
  • HP Class: input pin to primary output

Placement
  • Placer congestion estimate: 0.8627
  • Post-Place Cell Area: 854.6 sq um
  • Count of input and output buffers: 48
  • Hpwl dp: 1471 microns

Outcome
  • Status: finished, final reports clean
-- power by group --
group	total, mW	internal (mW)	switching [mW]
registers	0	0	0
logic	0.0279	0.0212	0.00676
clock network	0	0	0
total	0.0279	0.0212	0.00676
-- stage by stage --
stage          power, mW  worst slack [ps]  instances
6_report         0.02792              3952        110
5_1_grt          0.03143              3710        110
4_1_cts          0.02893              3893        110
3_5_place_dp     0.02877              3909        110
3_3_place_gp     0.02879              3936        110
2_1_floorplan    0.01383              4913         32
-- path summary, 6_finish.rpt --
check | startpoint | end | slack [ps]
worst min-delay path | a[15] | out[15] | 8250
worst max-delay path | a[0] | out[15] | 3950
-- worst max-delay path, stage by stage --
cell and delay, ps:
clkdlybuf4s50_1 400, ha_1 210, fa_1 370, fa_1 400
fa_1 400, fa_1 390, fa_1 380, fa_1 380
fa_1 400, fa_1 390, fa_1 390, fa_1 390
fa_1 390, fa_1 390, fa_1 400, fa_1 370
xor3_1 380, clkdlybuf4s50_1 470
-- final cells by class --
cell class | count | area [sq um]
fill | 381 | 2561
multi-input combinational | 16 | 316.6
timing repair buffer | 48 | 480.5
tap | 46 | 57.56
-- cell families (layout without fill, tap and decap cells) --
logic type,after synthesis,after routing
buffers and inverters,16,48
adder cells (fa/ha/maj),15,15
XOR/XNOR,1,1
-- Yosys cell counts --
cell type	n	area share
xor3_1	1	0.054
buf_4	16	0.28
ha_1	1	0.029
fa_1	14	0.64
-- routing by layer --
metal / vias to the layer above / part of all wire
met5: - / 0
met4: 0 / 0
met3: 0 / 0.28
met2: 47 / 0.30
met1: 148 / 0.42
li1: 146 / -
No activity file was given, so power comes from the tool's default toggle rates.
