==> design.v <==
`timescale 1ns / 1ps
module Bit(in,load,out,CLK);
input in,load,CLK;
output out;
wire out1,out2;
supply1 true;
Mux mux(.a(out1),.b(in),.sel(load),.out(out2));
DFF dff(.D(out2),.CLK(CLK),.Q(out1));
and (out,out1,true);
endmodule
`timescale 1ns / 1ps
module DFF(D,CLK,Q);
input D,CLK;
output Q;
reg Q;
always @(posedge CLK)
	Q = D;
endmodule
`timescale 1ns / 1ps
module Mux(a,b,sel,out);
input a,b,sel;
output out;
not (notsel,sel);
and (x,notsel,a);
and (y,b,sel);
or (out,x,y);
endmodule
`timescale 1ns / 1ps
module Register(in,load,out,CLK);
input [15:0] in;
input load,CLK;
output [15:0] out;
Bit bit0(.in(in[0]),.load(load),.out(out[0]),.CLK(CLK));
Bit bit1(.in(in[1]),.load(load),.out(out[1]),.CLK(CLK));
Bit bit2(.in(in[2]),.load(load),.out(out[2]),.CLK(CLK));
Bit bit3(.in(in[3]),.load(load),.out(out[3]),.CLK(CLK));
Bit bit4(.in(in[4]),.load(load),.out(out[4]),.CLK(CLK));
Bit bit5(.in(in[5]),.load(load),.out(out[5]),.CLK(CLK));
Bit bit6(.in(in[6]),.load(load),.out(out[6]),.CLK(CLK));
Bit bit7(.in(in[7]),.load(load),.out(out[7]),.CLK(CLK));
Bit bit8(.in(in[8]),.load(load),.out(out[8]),.CLK(CLK));
Bit bit9(.in(in[9]),.load(load),.out(out[9]),.CLK(CLK));
Bit bit10(.in(in[10]),.load(load),.out(out[10]),.CLK(CLK));
Bit bit11(.in(in[11]),.load(load),.out(out[11]),.CLK(CLK));
Bit bit12(.in(in[12]),.load(load),.out(out[12]),.CLK(CLK));
Bit bit13(.in(in[13]),.load(load),.out(out[13]),.CLK(CLK));
Bit bit14(.in(in[14]),.load(load),.out(out[14]),.CLK(CLK));
Bit bit15(.in(in[15]),.load(load),.out(out[15]),.CLK(CLK));
endmodule
==> run.sh <==
#!/bin/bash
# OpenROAD 26Q1-2900-gdf79404cd8, Yosys 0.63+post, stock flow scripts
make -C /OpenROAD-flow-scripts/flow DESIGN_CONFIG=/design/flow/config.mk WORK_HOME=/design/flow/orfs finish
==> config.mk <==
export PLATFORM = sky130hd
export DESIGN_NAME = Register
export DESIGN_NICKNAME = Register
export VERILOG_FILES = /design/flow/design.v
export SDC_FILE = /design/flow/constraint.sdc
export NUM_CORES = 4
export LEC_CHECK = 1
export CORE_AREA = 10 10 72 72
export DIE_AREA = 0 0 82 82
==> constraint.sdc <==
current_design Register

set clk_period 1.0
set clk_io_pct 0.2

create_clock -name clk0 -period $clk_period [get_ports {CLK}]

set non_clock_inputs [all_inputs -no_clocks]
set_input_delay [expr $clk_period * $clk_io_pct] -clock clk0 $non_clock_inputs
set_output_delay [expr $clk_period * $clk_io_pct] -clock clk0 [all_outputs]
==> reports/metrics.yaml <==
tool_warnings: 26
crit_fanout: 1
drive_gt1_share_pct: 37.7
routedWlPerCell_um: 12.2
hold_class: "in2reg"
drv_slew: 0
syn_area_per_cell_um2: 18.8
slew_headroom_pct: 92.6
rows: 22
crit_slowest_cell: "edfxtp_1"
start_kind: "flop"
cellLeakagePower_nw: 0.319
ys_types: 2
grt.overflow.total: 0
post-route-util_pct: 23.1
worst_ep_arrival_time_ns: 0.73
swShare_pct: 15.5
min_path_cells: 1
path_class: "reg2out"
drt_iter0_drc: 2
logic_area_um2: 0
grt_most_used_layer: "met2"
crit_buf_inv: 1
grt_pass1_wl_um: 1520
max_stage_delay_ns: 0.36
synthesis.area_um2: 601
fillCellCount: 400
hold_viol_final: 0
grt_pass1_vias: 301
worst_pin_slew_ns: 0.111
p_clk_share_pct: 31.7
first_pass_iters: 2
use_met1_pct: 2.24
hold_ws_ns: 0.516
cap_violations: 0
routed_wl_um: 1230
ys_chip_area_um2: 601
numSynthFlops: 16
fin_crit_ns: 0.925
finalPower_mw: 1.37
finalSetupViolations: 0
antenna_found_initial: 0
yosys.stat.seqShare_pct: 80.0
track_usage_pct: 3.37
viasPerCell: 2.75
io-pin-count: 34
switching_power_uw: 212
use_met3_pct: 3.30
clkTransAtPathRegs_ns: 0.05
core-area_um2: 3690
ys_cells: 32
cts_buffers: 3
grt_util_met2_pct: 6.50
path_depth: 1
chipArea_um2: 6720
worstHoldStart: "in[7]"
fin_crit_sh_pct: 92.5
cts.htree.levels: 1
fp-utilization_pct: 16.3
die_w_um: 82
cp.required_ns: 0.80
place_area_um2: 891
yosysWarningCount: 4
rsz0062_at_grt: "no"
cts_setup_buffers: 0
cp-end-kind: "primary output"
diodes: 0
finish.instance_area_um2: 852
numClockSinks: 16
cts.path.max_buffers: 2
synth_cells: 32
num_vias: 278
worst_ir_drop_vdd_mv: 0.634
port_buffers: 33
pwr-share-seq_pct: 59.0
p_int_mw: 1.16
gp_congestion: 0.679
status: "finished clean"
ant_nets: 0
crit_family: "flip-flops"
cts_tree: "built"
pwr-share-comb_pct: 9.3
max_freq_mhz: 1080
grt_max_degree: 17
drc: 0
cts-root-buf: "clkbuf_8"
comb_cells: 0
area_growth_pct: 41.9
die_h_um: 82
crit_chain: "buf_2"
power_density_nw_per_um2: 1610
==> power groups by stage <==
stage | clock network, mW | logic [mW] | registers, mW
4_1_cts | 0.454 | 0.149 | 0.810
6_report | 0.434 | 0.127 | 0.809
5_1_grt | 0.488 | 0.140 | 0.815
==> kinds of logic (layout without fill, tap and decap cells) <==
group | Yosys count | after routing | share of synthesized area [%]
flip-flops | 16 | 16 | 80.0
buffers and inverters | 16 | 37 | 20.0
==> per-layer routing <==
| metal | up-vias | wire [µm] |
|---|---|---|
| met5 | - | 0 |
| met4 | 0 | 0 |
| met3 | 0 | 176 |
| met2 | 20 | 656 |
| met1 | 120 | 397 |
| li1 | 138 | - |
==> placed cells by master, fill, tap and decap left out <==
cell type and count:
buf_12 1, edfxtp_1 16, buf_2 6, clkdlybuf4s50_1 17, clkbuf_8 3, clkbuf_2 10
==> timing repair <==
action	CTS	global route
hold buffers	0	0
setup endpoints to repair	16	10
resized	38	10
==> how the worst max path moves through the flow <==
stage     start      end  slack, ns
5_1_grt    flop   out[8]       0.03
4_1_cts    flop   out[3]     -0.006
6_report   flop  out[10]       0.07
==> cell usage after synthesis <==
master | count | area, µm²
buf_4 | 16 | 120
edfxtp_1 | 16 | 480
==> area by class of cell <==
cell class | instances | area (µm²) | share of cell area (%)
sequential | 16 | 480 | 56.4
clock buffer | 3 | 41.3 | 4.85
tap | 48 | 60.1 | 7.05
timing repair buffer | 34 | 270 | 31.7
==> through the flow <==
| stage | instances | worst slack (ns) | TNS, ns |
|---|---|---|---|
| final | 101 | 0.0748 | 0 |
| after global routing | 101 | 0.0328 | 0 |
| after CTS | 101 | -0.00618 | -0.00618 |
| after detailed placement | 98 | -0.170 | -2.70 |
| after global placement | 98 | -0.159 | -2.54 |
| after floorplan | 32 | 0.346 | 0 |
Power figures rest on the tool's default switching activity, not on a simulated workload.
