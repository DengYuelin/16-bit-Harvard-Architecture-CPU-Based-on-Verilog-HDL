==> ./design.v <==
`timescale 1ns / 1ps
module Mux16(a,b,sel,out);
input [15:0] a;
input [15:0] b;
input sel;
output [15:0] out;
reg [15:0] out;
always @ (a,b,sel)
	begin
		case(sel)
		1'b0 : out = a;
		1'b1 : out = b;
		endcase
	end
endmodule
==> ./run.sh <==
#!/bin/bash
# OpenROAD 26Q1-2900-gdf79404cd8, Yosys 0.63+post, stock flow scripts
make -C /OpenROAD-flow-scripts/flow DESIGN_CONFIG=/design/flow/config.mk WORK_HOME=/design/flow/orfs finish
==> ./config.mk <==
export PLATFORM = sky130hd
export DESIGN_NAME = Mux16
export DESIGN_NICKNAME = Mux16
export VERILOG_FILES = /design/flow/design.v
export SDC_FILE = /design/flow/constraint.sdc
export NUM_CORES = 4
export LEC_CHECK = 1
export CORE_AREA = 10 10 70 70
export DIE_AREA = 0 0 80 80
==> ./constraint.sdc <==
current_design Mux16

set clk_period 1.0
set clk_io_pct 0.2

create_clock -name clk0 -period $clk_period

set non_clock_inputs [all_inputs -no_clocks]
set_input_delay [expr $clk_period * $clk_io_pct] -clock clk0 $non_clock_inputs
set_output_delay [expr $clk_period * $clk_io_pct] -clock clk0 [all_outputs]
==> flow_metrics.tcl <==
# metrics dict for downstream scripts
set metrics [dict create \
    setup_violations 16 \
    cp_num_buf_inv 3 \
    worstPathMaxFanout 8 \
    number_of_antenna_violations_at_the_first_check_in_global_routing 0 \
    timing.critical_path.required_ns 0.80 \
    cp_data_arrival_time_ns 0.86 \
    grt_pass1_vias 430 \
    top_level_ports 49 \
    cellLeakagePower_nw 0.417 \
    setup_slack_ns -0.0564 \
    seq_cells 0 \
    floorplan.core_area_sq_um 3420 \
    cts.repair_timing.setup_buffer_count 0 \
    synthDominantAreaCellType "mux2_4" \
    synth.lib_cells_used.distinct 4 \
    synthToLayoutAreaGrowth_pct 219 \
    drtPass1Iterations 2 \
    die.size.x_microns 80 \
    post-layout-total-power_mw 0.301 \
    routed_via_density 3.18 \
    fp-utilization_pct 7.29 \
    netlist_top_cells_area "mux2_4 (60%), mux2_2 (27%), buf_12 (8.0%)" \
    fraction_of_post_synthesis_cell_area_in_the_top_cell_type_by_area_pct 60.3 \
    synth_cells 18 \
    layout.clock_buffers 0 \
    highest_clock_rate_mhz 947 \
    initial_detailed_routing_violation_count 2 \
    power_per_cell_area_nw_per_um2 379 \
    max_stage_delay_ns 0.30 \
    hold_viol_final 0 \
    core.rowCount 21 \
    syn_area_sq_um 249 \
    route.detailed.drc 0 \
    layout_top_cell "dlygate4sd2_1" \
    pre_cts_ws_ns -0.853 \
    cpMostUsedCell "buf_12" \
    crit_path_cell_trace "buf_12 -> buf_12 -> mux2_4 -> buf_6" \
    crit_path_end_kind "primary output" \
    log.warning_count 34 \
    cell_count_in_the_yosys_report 18 \
    synth-area-yosys_sq_um 249 \
    tightest_slew_ns 0.0710 \
    worst_ir_drop_on_vdd_v 0.000151 \
    synth_sequential_area_ratio_pct 0 \
    slew_headroom_pct 95.3 \
    violated_checks "negative setup slack" \
    critical_path.slowest_cell "mux2_4" \
    kind_of_critical_path "primary input to primary output" \
    die.size.y_microns 80 \
    layout-drive-gt1-share_pct 52.2 \
    grt_max_degree 9 \
    layout.cells.most_common_list "dlygate4sd2_1 (32), mux2_4 (16), buf_6 (11)" \
    gp_congestion 0.815 \
    max_cap_violations 0 \
    grt_pass1_wl_microns 2190 \
    area.sequential_sq_um 0 \
    grt_use_total_pct 4.20 \
    yosysWarnings 1 \
    synth.avg_cell_area_sq_um 13.8 \
    drv_slew 0 \
    port_buffers 49 \
    class_of_the_tightest_hold_or_removal_check "primary input to primary output" \
    rsz_0062_raised_after_global_routing "yes" \
    floorplan.die_area_sq_um 6400 \
    start_kind "primary input" \
    final.min_clock_period_ns 1.06 \
    place.detailed.hpwl_microns 1220 \
    status "finished with violations" \
    drt-total-wl_microns 1410 \
    route.vias.total 359 \
    drt-wirelength-per-cell_microns 12.4 \
    cts-hold-fix-buffers 0 \
    final_antenna_net_count 0 \
    kind_of_cell_with_the_highest_combined_delay_on_the_critical_path "buffers and inverters" \
    grt-ovfl-total 0 \
    antenna_cells 0 \
    finalCritPeriodShare_pct 106 \
]
-- final cells by class --
type	count	area, sq um
fillers	374	2620
repair buffers	51	497
multi-input cells	16	240
well taps	46	57.6
-- synthesized netlist by cell type --
library cell and count:
mux2_4 10, buf_12 1, buf_6 1, mux2_2 6
-- layer usage --
| metal | vias to the layer above | track usage [%] | share of wire, % |
|---|---|---|---|
| met4 | 0 | 0 | 0 |
| met3 | 0 | 3.30 | 23 |
| met1 | 143 | 6.39 | 53 |
| met2 | 49 | 4.49 | 24 |
| met5 | - | 0 | 0 |
| li1 | 167 | - | - |
-- through the flow --
| step | TNS, ns | instance area [sq um] | hold WS, ns | cells | utilization, % |
|---|---|---|---|---|---|
| finish | -0.817 | 795 | 0.794 | 113 | 23.3 |
| detailed placement | -13.23 | 786 | 1.44 | 112 | 23.0 |
| global placement | -13.02 | 786 | 1.44 | 112 | 23.0 |
| global route | -1.08 | 795 | 0.812 | 113 | 23.3 |
| CTS | -0.874 | 763 | 0.801 | 113 | 22.3 |
| floorplan | 0 | 249 | 0.498 | 18 | - |
-- path summary, 6_finish.rpt --
| path | start | endpoint | slack (ns) | depth (start not counted) |
|---|---|---|---|---|
| worst max-delay path | sel | out[14] | -0.06 | 4 |
| worst min-delay path | a[5] | out[5] | 0.79 | 3 |
-- repair_timing --
action                                  CTS  global route
pin swaps                                 0             0
resized                                 102             5
endpoints found under the setup margin   16            16
cloned                                    1             0
-- logic make-up after synthesis --
kind of cell  count (synthesis)  synth area share [%]
buf+inv                       2                  12.6
mux                          16                  87.4
-- report_power, final --
| part | internal (mW) | switching (mW) |
|---|---|---|
| clock network | 0 | 0 |
| registers | 0 | 0 |
| logic | 0.234 | 0.0674 |
